[design/flow/config.mk]
export PLATFORM = sky130hd
export DESIGN_NAME = LUT_RetAddrStack
export DESIGN_NICKNAME = LUT_RetAddrStack
export VERILOG_FILES = /design/flow/design.v
export SDC_FILE = /design/flow/constraint.sdc
export NUM_CORES = 4
export LEC_CHECK = 1
export CORE_UTILIZATION = 30
[design/flow/constraint.sdc]
current_design LUT_RetAddrStack

set clk_period 10.4
set clk_io_pct 0.2

create_clock -name clk0 -period $clk_period [get_ports {clk}]

set non_clock_inputs [all_inputs -no_clocks]
set_input_delay [expr $clk_period * $clk_io_pct] -clock clk0 $non_clock_inputs
set_output_delay [expr $clk_period * $clk_io_pct] -clock clk0 [all_outputs]
[design/flow/design.v]
module LUT_RetAddrStack #(parameter D=12,parameter STACK_DEPTH = 8)(
  input  clk,
  input[1:0] stage,
  input       [D-1:0] addr,	
  input       [D-1:0] target_in,	  
  input	      call,
  input       ret,
  output logic[D-1:0] target_out);
  logic [D-1:0] ReturnAddr_Stack[STACK_DEPTH-1:0];
  logic [$clog2(STACK_DEPTH)-1:0] sp = 0;
  always_ff@(posedge clk) begin
     if (stage == 2'b01) begin
     	if (call) begin
     		if (sp < STACK_DEPTH) begin
        		ReturnAddr_Stack[sp] = addr + 1;
        		sp = sp + 1;
      		end
     	end 
     	if (ret && sp > 0) begin
            	sp = sp - 1;  
            	target_out <= ReturnAddr_Stack[sp];  
     	end 
     end
     if (!ret) begin
            target_out <= target_in;  
     end
   end
endmodule
[design/flow/run.sh]
#!/bin/bash
# OpenROAD 26Q1-2900-gdf79404cd8, Yosys 0.63+post, stock flow scripts
make -C /OpenROAD-flow-scripts/flow DESIGN_CONFIG=/design/flow/config.mk WORK_HOME=/design/flow/orfs finish
==> deck_impl_summary.md <==
Synthesis and Place & Route Summary

Worst setup path
  • Critical Path End Type: flip-flop
  • Critical path buffer and inverter count: 1
  • Delay-heaviest family, CP: adder cells
  • Reg-to-Reg Start: sp[2]
  • Slowest stage delay, CP: 0.73 ns
  • Required time of the critical path: 10.50 ns
  • Worst-path fanout max: 15
  • CP Launch Point: call
  • Slowest CP cell: clkdlybuf4s50_1
  • CP cell instances: clkdlybuf4s50_1 -> mux2i_1 -> ha_1 -> ha_1 -> nor4_1 -> nand2_1 -> nand2_1 -> a221o_1 -> a221oi_1 -> a21oi_1
  • Kind of critical path: in2reg
  • Worst setup SP type: primary input
  • Critical Path AT: 5.45 ns

Floorplan
  • Die Y: 142.1 um
  • Die width: 142.1 um
  • Die area: 20200 um2
  • Num ports: 41
  • Cell Rows: 50
  • Core area: 18960 um2
  • Fp_density: 31.08%

Synthesis
  • Synthesized area per cell: 10.56 um2
  • Register share after synthesis: 56.58%
  • Top cells by area: edfxtp_1 57%, a21oi_1 5.9%, nor2_1 4.1%, nand2_1 3.8%, o21ai_0 3.5%
  • Dominant register cell: edfxtp_1
  • Mux share: 1.805%
  • Yosys warning tally: 2
  • Simple-Gate Area Share: 11.75%
  • FFs w/ async S/R, synth: 0%
  • Comb area leader: AND-OR/OR-AND gates
  • Syn Std Cell Area: 5891 um2
  • Flip-flops with a built-in enable: 111
  • Cell count after synthesis: 558
  • FA/HA/MAJ Cells, Area Fraction: 2.761%
  • Unique masters post-synth: 51
  • Chip area in the Yosys report: 5891 um2
  • Synth area leader: edfxtp_1
  • #FFs+latches synth: 111
  • Yosys Instances: 558
  • Area leader share: 56.58%
  • Synth Area in XOR/XNOR: 1.933%
  • Compound-Gate Fraction of Synth Area: 21.22%

Routing
  • Total number of vias: 4599
  • Antenna diodes: 0
  • Post-Route M1 WL: 6428 um
  • Final ANT Viol Nets: 0
  • Met2 routed wirelength: 7153 um
  • 1st-iter DRT viols: 405
  • WL final: 15870 um
  • Residual DRC: 0
  • Routed wire per std cell: 18.59 um
  • Met3 WL: 1920 um
  • Drt pass-1 iters: 5
  • Vias/cell: 5.385
  • Top Metal Used: met4

STA
  • FMAX: 186.9 MHz
  • RSZ-0062 raised after global routing: false
  • Setup TNS: 0 ns
  • Final tally of hold violations: 0
  • Worst Tran Pin Value: 0.9357 ns
  • Final period utilization: 51.45%
  • Worst Skew: 0.007631 ns
  • Final worst path period need: 5.351 ns
  • Final Slew Violations: 0
  • Normalized max-slew margin: 37.49%
  • Final tally of setup violations: 0

Layout
  • Register area: 3333 um2
  • Fill count: 1809
  • MI comb area: 2333 um2
  • Post-route insts no fill: 854
  • Layout cell share with drive strength beyond 1: 8.081%
  • Area Growth Syn to Fin: 16.48%

Global route
  • GR Util All Layers: 16.83%
  • Largest net degree at the start of global routing: 55
  • Initial antenna violation count: 0
  • Total global routing overflow: 0
  • First-pass GRT wire length: 24720 um
  • Vias in the first global route: 4421

Clock tree
  • Clock buffer depth: 2
  • Worst-path clk slew: 0.07 ns
  • PostCTS Resize Cnt: 0
  • H-tree depth: 3
  • # hold bufs at CTS: 0
  • TritonCTS clock tree: built
  • CTS sink cnt: 111
  • Post-CTS setup buffer count: 0
  • CTS buffer count: 9
  • Root buffer cell: clkbuf_16
  • Clk latency of the worst-skew pair: 0.36 ns

Worst hold path
  • Worst Hold Launch: ReturnAddr_Stack[5][3]
  • Hold Crit Class: reg2reg

Run
  • Log Warnings: 33
  • Maxcap violations: 0

Pwr
  • Combinational share of power: 22.5%
  • Cell Int Power: 0.0007948 W
  • Switching share of power: 29.26%
  • Clock share of power: 28.5%
  • Final Power: 0.001124 W
  • Max VDD drop: 70.08 uV
  • Pleak: 2.306 nW
  • NetSw: 0.0003288 W
  • Reg power frac: 49.0%
  • Pwr dens: 163.8 nW/um2

Place
  • HPWL Detailed: 10430 um
  • Placed cells: 838
  • Input/output buffers: 40
  • RePlAce Congestion: 0.8818

Run status
  • Status: complete, no violations
worst paths after layout:
kind | slack, ns | depth (start not counted) | end
setup / recovery | 5.05 | 10 | target_out[1]
hold / removal | 0.56 | 2 | ReturnAddr_Stack[5][3]
setup reg to reg | 6.76 | 12 | target_out[1]
hold reg to reg | 0.56 | 2 | ReturnAddr_Stack[5][3]
worst register-to-register path: cells and delay by family, from the launching register on:
kind                     cells  cell delay, ns
flip-flops                   1            0.59
buffers and inverters        2            0.38
AND/OR/NAND/NOR              4            0.86
adder cells (fa/ha/maj)      2            0.66
AND-OR/OR-AND                4            0.90
Yosys cell counts, types with 3 or more instances:
library cell	number
edfxtp_1	111
a21oi_1	70
nor2_1	64
nand2_1	60
o21ai_0	41
clkbuf_1	25
a211oi_1	21
inv_1	14
ha_1	13
a31oi_1	12
o22ai_1	12
xnor2_1	11
buf_2	9
nand3_1	7
a22oi_1	6
and2_1	6
nand2b_1	6
a2111oi_0	5
a221oi_1	5
a32oi_1	5
buf_4	5
mux2_2	5
mux2i_1	5
nor2b_1	3
nor3_1	3
nor4_1	3
o21ai_1	3
stage by stage:
step	hold WS, ns	instance area [um2]	setup slack [ns]	utilization (%)
after floorplan	0.5088	5891	5.801	-
after global placement	0.5273	6596	4.864	34.80
after detailed placement	0.5391	6596	4.695	34.80
after CTS	0.5559	6862	5.047	36.20
after global routing	0.5796	6862	4.793	36.20
final	0.5645	6862	5.049	36.20
cell type report:
cell class,instances,share of cell area [%]
sequential,111,48.58
clock inverter,6,0.5288
inverter,14,0.7841
timing repair buffer,60,8.023
multi-input combinational,393,34.01
tap,260,4.741
clock buffer,10,3.337
cell families (layout without fill, tap and decap cells):
kind of cell	Yosys count	after routing
muxes	10	10
adders and majority gates	13	13
DFF	111	111
and+or+nand+nor	158	158
xor gates and xnor gates	13	13
buffers and inverters	54	90
AOI/OAI and AO/OA	199	199
state kept, by name, summed over array words and instances (netlist names):
| name | cells |
|---|---|
| ReturnAddr_Stack | 96 |
| sp | 3 |
| target_out | 12 |
power by group through the flow:
| stage | combinational (W) | clock, W | sequential, W |
|---|---|---|---|
| after global routing | 0.000277 | 0.000342 | 0.000554 |
| after CTS | 0.000251 | 0.000325 | 0.000551 |
| final | 0.000252 | 0.000320 | 0.000551 |
cells in the final DEF, fill, tap and decap left out, types with 6 or more instances in the layout:
cell,count
and2_1,6
clkdlybuf4s50_1,40
nand2_1,60
edfxtp_1,111
nand2b_1,6
nor2_1,64
inv_1,13
clkbuf_16,9
o21ai_0,40
o22ai_1,12
ha_1,13
a31oi_1,12
nand3_1,7
xnor2_1,11
buf_4,20
a21oi_1,70
a22oi_1,6
a211oi_1,21
per-layer routing:
metal	track usage, %	vias up
met4	3.056	0
li1	-	2163
met5	0	-
met2	24.77	251
met1	23.80	2163
met3	7.848	22
Power is estimated from default activity; no workload was simulated.
