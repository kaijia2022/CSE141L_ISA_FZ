<file path="flow/run.sh">
#!/bin/bash
# OpenROAD 26Q1-2900-gdf79404cd8, Yosys 0.63+post, stock flow scripts
make -C /OpenROAD-flow-scripts/flow DESIGN_CONFIG=/design/flow/config.mk WORK_HOME=/design/flow/orfs finish
</file>
<file path="flow/config.mk">
export PLATFORM = sky130hd
export DESIGN_NAME = dat_mem
export DESIGN_NICKNAME = dat_mem
export VERILOG_FILES = /design/flow/design.v
export SDC_FILE = /design/flow/constraint.sdc
export NUM_CORES = 4
export LEC_CHECK = 1
export CORE_UTILIZATION = 40
</file>
<file path="flow/constraint.sdc">
current_design dat_mem

set clk_period 9.5
set clk_io_pct 0.2

create_clock -name clk0 -period $clk_period [get_ports {clk}]

set non_clock_inputs [all_inputs -no_clocks]
set_input_delay [expr $clk_period * $clk_io_pct] -clock clk0 $non_clock_inputs
set_output_delay [expr $clk_period * $clk_io_pct] -clock clk0 [all_outputs]
</file>
<file path="flow/design.v">
module dat_mem (
  input[7:0] dat_in,
  input[7:0] ALU_out,
  input	     memToReg,
  input      clk,
  input      wr_en,	           
  input[7:0] addr,		       
  output logic[7:0] dat_out);
  logic[7:0] core[256];        
  assign dat_out = memToReg? core[addr]: ALU_out;
 always_ff @(posedge clk) begin
    if(wr_en)				   
      core[addr] <= dat_in;
 end
endmodule
</file>
==> out/metrics.cfg <==
[finish]
nFillCells = 16300
final_cell_mix = edfxtp_1 (2,048), mux4_2 (469), nor2_1 (278), buf_4 (236), mux2i_1 (210)
biggestRegsByFlops = core: 2048 flops
final_area_um2 = 90600
drive_gt1_share_pct = 24.2
flop_area_um2 = 61500
largest_reg_flops = 2048
utilization_pct = 45.8
syn2layout_area_growth_pct = 13.4
area.combinational_um2 = 17100
lay_top_count = edfxtp_1
largest-register = core

[clock_network]
cts_resized = 0
clockBufferDepth = 3
cts_root_buf = clkbuf_16
cts_setup_buffers = 0
path_clk_slew_ns = 0.05
numCtsBuffers = 197
holdBufCountCts = 0
cts_tree = built
cts_max_level = 4
clock_sinks = 2048

[timing]
hold_violations = 0
final_max_slew_viol_count = 0
period_minus_slack_ns = 8.21
fmax_ghz = 0.122
tns_ns = 0
slew_headroom_pct = 31.3
finalClockPeriodUsage_pct = 86.4
finalSetupViolations = 0
worstMarginPinSlew_ns = 1.03
rsz0062_at_grt = false
holdWs_ns = 1.56

[synthesis]
ys_cells = 3790
netlist_area_um2 = 79900
synth-main-ff-cell = edfxtp_1
synth_warnings = 1
yosysUniqueCellTypes = 59
synth-seq-cells = 2048
avgSynthCellArea_um2 = 21.1
synthCells = 3790
edf_count = 2048
async_reset_ff_share_pct = 0
yosys-stat-area_um2 = 79900
synth_seq_share_pct = 77.0

[drt]
first_pass_iters = 7
drc_errors = 0
routed_wl_mm = 203
wl_per_cell_um = 29.7
avgViaCountPerCell = 5.71
via_count = 39100
dr.first_iter.drc_count = 2695
drtAntennaViolNets = 0

[grt]
grt_overflow = 0
grt_pass1_vias = 42500
grt_pass1_wl_mm = 296
antenna_found_initial = 3
grt.total_usage_pct = 22.4
grt_max_degree = 115

[placed_design]
placed_cell_area_um2 = 84300
place.gp.congestion = 0.928
io_buffers = 34
hpwl_mm = 125

[floorplanning]
fp_util_pct = 40.4
core_um2 = 198000
die_height_um = 449
num_rows = 163
io_pins = 35
die_w_um = 449
die-area_um2 = 201000

[setup_path]
cp_slowest_cell = buf_4
path_delay_family = buffers and inverters
cp.arrival_ns = 6.31
path_class = in -> out
cp-startpoint = addr[2]
critPathMaxFanout = 27
cp_num_buf_inv = 3
crit_chain = buf_2, buf_4, nor2_4, nand2_1, o22ai_1, nor2_1, a31oi_1, a2111o_1, a41oi_1, clkdlybuf4s50_1
max_stage_delay_ns = 0.65
startpoint_type = input pin
endpoint_kind = primary output
worstPathRequired_ns = 7.60

[power_and_ir_drop]
power_per_cell_area_nw_per_um2 = 204
power_leakage_uw = 0.0283
p_sw_uw = 3950
swShare_pct = 21.4
power_frac_seq_pct = 53.8
vdd_ir_drop_max_v = 0.000178
pwr-share-clk_pct = 41.1
p_int_uw = 14600
combPwrFrac_pct = 5.0

[min_path]
hold_class = in -> reg
worstHoldStart = dat_in[7]

[job]
warning_count = 29
drv_cap = 0

[outcome]
status = complete, no violations

## final timing paths
check	to	depth (start not counted)
min	core[127][7]	1
max	dat_out[5]	10
## metrics by stage
| stage | power [µW] | worst slack, ns | cells |
|---|---|---|---|
| 3_5_place_dp | 11100 | 1.23 | 6484 |
| 2_1_floorplan | 10700 | 3.76 | 3790 |
| 6_report | 18500 | 1.29 | 6851 |
| 5_1_grt | 19000 | 1.19 | 6848 |
| 3_3_place_gp | 11100 | 1.26 | 6484 |
| 4_1_cts | 18700 | 1.22 | 6847 |
## area by class of cell
| type | count | share of cell area, % |
|---|---|---|
| Antenna cell | 4 | 0.0111 |
| Clock buffer | 250 | 5.73 |
| Clock inverter | 113 | 1.15 |
| Inverter | 10 | 0.0442 |
| Multi-Input combinational cell | 1504 | 18.9 |
| Sequential cell | 2048 | 67.9 |
| Tap cell | 2640 | 3.65 |
| Timing Repair Buffer | 282 | 2.64 |
## kinds of logic after synthesis
family / share of synthesized area (%)
flops: 77.0
mux: 15.9
simple gates: 2.91
compound gates: 2.51
buf+inv: 1.66
## metal layers
metal / vias up / track usage [%] / routed length [µm]
li1: 16400 / - / -
met1: 20100 / 28.4 / 67400
met2: 2326 / 32.3 / 95500
met3: 319 / 16.5 / 34100
met4: 8 / 5.39 / 6290
met5: - / 0.758 / 181
## power by group through the flow
stage	combinational [µW]	sequential (µW)	clock, µW
after CTS	938	9960	7760
after global routing	995	9960	8090
final	931	9960	7610
## synthesized netlist by cell type, drive strengths merged, types with 31 or more instances
cell	instances	area share (%)
mux4	469	13
clkbuf	93	0.45
o22ai	54	0.42
mux2i	210	2.6
nand3	50	0.31
buf	135	1.2
edfxtp	2048	77
a21oi	31	0.19
nand2	109	0.51
a22oi	77	0.72
nor2	279	1.3
Power figures rest on the tool's default switching activity, not on a simulated workload.
